==> flow/design.v <==
module Light( in_key,out_key,clk,clr);  
 input in_key,clk,clr;  
 output out_key; 
 reg delay1,delay2,delay3;  
 always@( posedge clk) 
 begin  
    if(clr)  
    begin  
        delay1  <= 0;  
        delay2  <= 0;  
        delay3  <= 0;  
    end  
    else  
    begin  
        delay1  <= ~in_key;   
        delay2  <= delay1;  
        delay3  <= delay2;  
    end  
 end  
 assign out_key = delay1&delay2&delay3;  
endmodule 
module sevenseg (data, ledsegments);
input [3:0] data;
output ledsegments;
reg [6:0] ledsegments;
always @ (*)
case(data)
0: ledsegments = 7'b100_0000;   
1: ledsegments = 7'b111_1001;
2: ledsegments = 7'b010_0100;
3: ledsegments = 7'b011_0000;
4: ledsegments = 7'b001_1001;
5: ledsegments = 7'b001_0010;
6: ledsegments = 7'b000_0010;
7: ledsegments = 7'b111_1000;
8: ledsegments = 7'b000_0000;
9: ledsegments = 7'b001_0000;
default: ledsegments = 7'b111_1111;    
endcase
endmodule
module stopwatch_01(clk,key_reset,key_start_pause,key_display_stop,
					hex0,hex1,hex2,hex3,hex4,hex5,
					led0,led1,led2,led3 );
	input clk,key_reset,key_start_pause,key_display_stop; 
	output [6:0] hex0,hex1,hex2,hex3,hex4,hex5;
	output led0,led1,led2,led3;
	reg led0,led1,led2,led3;
	parameter DELAY_TIME_10MS = 500000;
	parameter DEBOUNCE_TIME = 1000000;
	parameter DELAY_TIME_S = 500000000;
	parameter DELAY_TIME_MIN = 3000000000;
	parameter DELAY_TIME_HOUR = 180000000000;
	reg [3:0] minute_display_high; 
	reg [3:0] minute_display_low; 
	reg [3:0] second_display_high; 
	reg [3:0] second_display_low; 
	reg [3:0] msecond_display_high; 
	reg [3:0] msecond_display_low;
	reg [3:0] minute_counter_high; 
	reg [3:0] minute_counter_low; 
	reg [3:0] second_counter_high; 
	reg [3:0] second_counter_low; 
	reg [3:0] msecond_counter_high; 
	reg [3:0] msecond_counter_low;
	reg [31:0] counter_50M_10MS;
	reg [31:0] counter_50M_20MS;
	reg [31:0] counter_50M_S;
	reg [41:0] counter_50M_MIN;
	wire reset_1_time; 				  
	wire start_1_time;				 
	wire display_1_time;				   
	reg display_work;  
	reg counter_work;  
	reg reset;	
	reg start;	       
	reg display;       
	reg clr;
	sevenseg LED8_minute_display_high ( minute_display_high, hex5 );
	sevenseg LED8_minute_display_low ( minute_display_low,hex4 );
	sevenseg LED8_second_display_high( second_display_high, hex3 );
	sevenseg LED8_second_display_low ( second_display_low,  hex2 );
	sevenseg LED8_msecond_display_high( msecond_display_high, hex1 );
	sevenseg LED8_msecond_display_low ( msecond_display_low, hex0 );
	Light Segment_key_reset ( key_reset,reset_1_time,clk,clr);  
	Light Segment_key_start_pause ( key_start_pause,start_1_time,clk,clr);  
	Light Segment_key_display_stop ( key_display_stop,display_1_time,clk,clr);  
	always @ (posedge clk) 
 		begin
			counter_50M_10MS = counter_50M_10MS + 1;
			counter_50M_20MS = counter_50M_20MS + 1;
			counter_50M_S = counter_50M_S + 1;
			counter_50M_MIN = counter_50M_MIN + 1;
			if(counter_50M_10MS == DELAY_TIME_10MS+1)
					counter_50M_10MS =0;
			if(counter_50M_20MS == DEBOUNCE_TIME )
					clr = 1;
			if(counter_50M_20MS == DEBOUNCE_TIME +1 )
				begin
					counter_50M_20MS = 0;
					clr = 0;
				end
			if(counter_50M_S == DELAY_TIME_S+1)
				counter_50M_S =0;
			if(counter_50M_MIN == DELAY_TIME_MIN+1)
				counter_50M_MIN =0;
			if (start_1_time == 0) 
				begin
				led1 = 0;
				if(counter_50M_10MS == DELAY_TIME_10MS)
						begin						
								msecond_counter_low = msecond_counter_low + 1;
								if(msecond_counter_low == 10)							
									msecond_counter_low = 0;
								if(msecond_counter_high == 9)
									begin
										if (msecond_counter_low == 0)
											msecond_counter_high = 0;
									end
								else if(msecond_counter_low == 0)
									msecond_counter_high = msecond_counter_high + 1;								
						end
				if(counter_50M_S == DELAY_TIME_S)
							begin
								second_counter_low = second_counter_low + 1;
								if(second_counter_low == 10)
									second_counter_low = 0;
								if(second_counter_high == 5) 
									begin
										if (second_counter_low == 0)
											second_counter_high = 0;
									end
								else if(second_counter_low == 0)
									second_counter_high = second_counter_high + 1;
							end
				if(counter_50M_MIN == DELAY_TIME_MIN)
							begin
								minute_counter_low = minute_counter_low + 1;
								if(minute_counter_low == 9)
									minute_counter_low = 0;
								if(minute_counter_high == 5) 
									begin
										if (minute_counter_low == 0)
											minute_counter_high = 0;
									end
								else if(minute_counter_low == 0)
									minute_counter_high = minute_counter_high + 1;
							end
				end
				if (key_display_stop == 0) 
					begin 
						led2=1;
					end
				if (display_1_time==0) 
					begin 
						led2=0;
						msecond_display_low = msecond_counter_low;
						msecond_display_high = msecond_counter_high;
						second_display_low = second_counter_low;
						second_display_high = second_counter_high;
						minute_display_low = minute_counter_low;
						minute_display_high = minute_counter_high;
					end
				if (display_1_time==0) 
					begin
						led0=1;
						minute_counter_high = 0; 
						minute_counter_low = 0; 
						second_counter_high = 0; 
						second_counter_low = 0; 
						msecond_counter_high = 0; 
						msecond_counter_low = 0;
					end
				if (reset_1_time == 0) 
					begin
						led0=0;
					end
				if (start_1_time == 1) 
					begin 
						led1 = 1;
					end
		end
endmodule
==> flow/run.sh <==
#!/bin/bash
# OpenROAD 26Q1-2900-gdf79404cd8, Yosys 0.63+post, stock flow scripts
make -C /OpenROAD-flow-scripts/flow DESIGN_CONFIG=/design/flow/config.mk WORK_HOME=/design/flow/orfs finish
==> flow/config.mk <==
export PLATFORM = sky130hd
export DESIGN_NAME = stopwatch_01
export DESIGN_NICKNAME = stopwatch_01
export VERILOG_FILES = /design/flow/design.v
export SDC_FILE = /design/flow/constraint.sdc
export NUM_CORES = 4
export LEC_CHECK = 1
export CORE_UTILIZATION = 50
export SYNTH_HDL_FRONTEND = slang
==> flow/constraint.sdc <==
current_design stopwatch_01

set clk_period 9.1
set clk_io_pct 0.2

create_clock -name clk0 -period $clk_period [get_ports {clk}]

set non_clock_inputs [all_inputs -no_clocks]
set_input_delay [expr $clk_period * $clk_io_pct] -clock clk0 $non_clock_inputs
set_output_delay [expr $clk_period * $clk_io_pct] -clock clk0 [all_outputs]
==> flow_summary_export.csv <==
group,metric,value,unit
outcome,status,"finished clean",
power_and_ir_drop,p_int,1.86,mW
setup_path,worstPathBufferInverterCount,0,
clock_network,clk_latency,0.54,ns
global_route,grt_pass1_vias,8892,
clock_network,ctsHoldBuffers,0,
detailed_routing,avgRoutedWirePerCell,14.4,um
floorplan,coreArea,0.0253,mm2
timing,timing.fmax,208,MHz
setup_path,r2r_slack,4.29,ns
power_and_ir_drop,comb_power_share,2.3,%
synth,edf_count,24,
detailed_routing,drc,0,
setup_path,crit_chain,"ha_1 -> nand3_2 -> or4_4 -> nor4_1 -> mux2i_1 -> nand2_1 -> or4_1 -> o31ai_1 -> nand2_1 -> o21bai_2 -> ha_1 -> nor2_2 -> o41a_1",
floorplan,io_pins,50,
setup_path,critPathSlowestCell,"or4_1",
clock_network,ctsResizeCount,0,
detailed_routing,drtIter0Drc,625,
min_path,hold_path_depth,2,
setup_path,timing.rr.start,"counter_50M_MIN[1]",
placement,numPortBuffers,48,
synth,synth_chip_area,0.0129,mm2
clock_network,cts_tree,"yes",
timing,rsz0062_at_grt,"no",
timing,finalSetupViolCount,0,
detailed_routing,wl,26000,um
power_and_ir_drop,swShare,20.1,%
synth,async_flop_share,0,%
synth,yosys-stat-cells,1437,
min_path,holdPathEnd,"led2",
global_route,gr-total-overflow,0,
timing,timing.setup.tns,0,ns
setup_path,r2r_cells,13,
synth,ys.warnings.count,1,
synth,ys.flops,241,
placement,dpl_cell_area,0.0135,mm2
floorplan,die_h,163,um
setup_path,start_kind,"register",
power_and_ir_drop,pwr-share-clk,50.8,%
detailed_routing,dr.pass1.iters,6,
synth,synthCells,1437,
clock_network,root_buffer,"clkbuf_16",
setup_path,end_kind,"register",
global_route,antenna_found_initial,0,
placement,dpl.hpwl,18300,um
clock_network,cts_max_level,1,
detailed_routing,diodes,0,
synth,synth_area_per_cell,8.99,um2
timing,period_minus_slack,4.81,ns
clock_network,post_cts_buffers,0,
power_and_ir_drop,power.density,160,mW/mm2
placement,gp_congestion,0.917,
layout,fin_util,57.6,%
detailed_routing,detail-route-antenna-nets,0,
floorplan,die_w,163,um
synth,most_common_cell,"dfxtp_1",
detailed_routing,avgViaCountPerCell,5.53,
timing,drv_slew,0,
setup_path,critPathTopFamily,"simple AND/OR/NAND/NOR gates",
synth,ys_seq_share,39.2,%
clock_network,cts.reportedPaths.clkPinSlew,0.06,ns
setup_path,worstPathMaxFanout,11,
power_and_ir_drop,switchingPower,0.469,mW
power_and_ir_drop,p_seq_share,46.8,%
timing,timing.final.crit_share,52.9,%
clock_network,cts_buffers,28,
flow_run,cap_violations,0,
flow_run,warning_count,60,
floorplan,rows,58,
global_route,gr-usage-all-layers,20.7,%
clock_network,clkSinkCount,241,
min_path,holdCritPathClass,"register to register",
synth,syn_area,0.0129,mm2
setup_path,critical_path_class,"register to register",
power_and_ir_drop,peakVddDrop,160,uV
synth,ys_top_cells_by_area,"dfxtp_1 (34%), xnor2_1 (5.7%), edfxtp_1 (5.6%)",
min_path,hold_start,"led2",
global_route,grt_max_degree,37,
timing,skew,0.00898,ns
setup_path,r2r-end,"LED8_minute_display_low.ledsegments[4]",
layout,drive_gt1_share,7.88,%
timing,hold_viol_final,0,
detailed_routing,via_count,9958,
timing,tightest_slew,0.891,ns
clock_network,cts_max_path_buffers,3,
synth,synthDistinctLibCells,96,
synth,ys.flop_type,"dfxtp_1",
layout,fin_area,0.0146,mm2
synth,largest_area_cell,"dfxtp_1",
layout,area_growth,12.7,%
setup_path,slowest_delay,0.77,ns
global_route,grt_pass1_wl,44000,um
power_and_ir_drop,leakage,5.68,nW
synth,synthTopCellsByCount,"dfxtp_1 (217), nor2_1 (133), nand2_1 (105), xnor2_1 (84)",
setup_path,critPathArrivalTime,5.23,ns
floorplan,dieArea,0.0265,mm2
timing,max_slew_margin,38.9,%
floorplan,initial_core_util,51.1,%
setup_path,required,9.52,ns
synth,top_area_share,33.6,%
## routing by layer
layer | track usage [%] | up-vias | wire, um
met3 | 2.55 | 42 | 1100
met4 | 4.12 | 0 | 565
met2 | 29.7 | 193 | 11000
li1 | - | 5167 | -
met5 | 0 | - | 0
met1 | 34.3 | 4556 | 13400
## metrics by stage
stage	worst slack [ns]	power [mW]	hold slack, ns	std cells
finish	4.29	2.33	0.453	1802
global placement	4.45	1.17	0.437	1750
floorplan	4.98	1.14	0.411	1437
global route	3.97	2.42	0.466	1802
CTS	4.31	2.36	0.456	1802
detailed placement	4.35	1.17	0.437	1750
## sequential cells by signal (all words and copies together), names as in the netlist, 7 cells and up
| signal | cells |
|---|---|
| LED8_minute_display_high.ledsegments | 7 |
| LED8_minute_display_low.ledsegments | 7 |
| LED8_msecond_display_high.ledsegments | 7 |
| LED8_msecond_display_low.ledsegments | 7 |
| LED8_second_display_high.ledsegments | 7 |
| LED8_second_display_low.ledsegments | 7 |
| counter_50M_10MS | 32 |
| counter_50M_20MS | 32 |
| counter_50M_MIN | 42 |
| counter_50M_S | 32 |
## power by group through the flow
stage         Combinational (mW)  Sequential (mW)  Clock (mW)
CTS                       0.0557             1.09        1.22
global route              0.0608             1.09        1.26
finish                    0.0546             1.09        1.18
## cell usage in the layout (no fill, tap or decap), types with 33 or more instances in the layout
cell type,instances
inv_1,61
clkdlybuf4s50_1,48
nand2_1,105
nand3_1,64
a21oi_1,37
dfxtp_1,217
o21ai_0,33
xor2_1,64
nor3_1,44
ha_1,54
nor2_1,133
nand4_1,53
xnor2_1,84
## worst reg2reg max path, cell delays in order, from the launching register on
cell and delay (ns):
dfxtp_1 0.48, ha_1 0.33, nand3_2 0.20, or4_4 0.60
nor4_1 0.54, mux2i_1 0.28, nand2_1 0.09, or4_1 0.77
o31ai_1 0.39, nand2_1 0.16, o21bai_2 0.22, ha_1 0.22
nor2_2 0.05, o41a_1 0.39
## layout make-up
type,instances,area (um2)
Clock buffer,43,912
Clock inverter,9,97.6
Fill cell,2173,10700
Inverter,63,236
Multi-Input combinational cell,1061,7300
Sequential cell,241,5060
Tap cell,330,413
Timing Repair Buffer,55,533
## cell families after synthesis
group / after synthesis / share of synthesized area (%)
AND-OR/OR-AND: 196 / 11.4
XOR/XNOR: 148 / 10.0
adder cells (fa/ha/maj): 54 / 5.23
buffers and inverters: 135 / 4.30
flip-flops: 241 / 39.2
multiplexers: 42 / 3.44
other: 1 / 0.0290
AND/OR/NAND/NOR: 620 / 26.4
## how the worst max path moves through the flow
stage / startpoint / end / slack [ns] / depth (start not counted)
finish: counter_50M_MIN[1] / LED8_minute_display_low.ledsegments[4] / 4.29 / 13
global route: counter_50M_MIN[0] / LED8_minute_display_low.ledsegments[4] / 3.97 / 13
CTS: counter_50M_MIN[0] / LED8_minute_display_low.ledsegments[4] / 4.31 / 13
Power figures rest on the tool's default switching activity, not on a simulated workload.
